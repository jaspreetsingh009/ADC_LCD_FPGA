[run.sh]
#!/bin/bash
# OpenROAD 26Q1-2900-gdf79404cd8, Yosys 0.63+post, stock flow scripts
make -C /OpenROAD-flow-scripts/flow DESIGN_CONFIG=/design/flow/config.mk WORK_HOME=/design/flow/orfs finish
[config.mk]
export PLATFORM = sky130hd
export DESIGN_NAME = ADC_CTRL
export DESIGN_NICKNAME = ADC_CTRL
export VERILOG_FILES = /design/flow/design.v
export SDC_FILE = /design/flow/constraint.sdc
export NUM_CORES = 4
export LEC_CHECK = 1
export CORE_UTILIZATION = 40
[constraint.sdc]
current_design ADC_CTRL

set clk_period 1.8
set clk_io_pct 0.2

create_clock -name clk0 -period $clk_period [get_ports {iCLK}]
create_clock -name clk1 -period $clk_period [get_ports {iCLK_n}]
create_clock -name clk2 -period $clk_period [get_ports {iGO}]

set non_clock_inputs [all_inputs -no_clocks]
set_input_delay [expr $clk_period * $clk_io_pct] -clock clk0 $non_clock_inputs
set_output_delay [expr $clk_period * $clk_io_pct] -clock clk0 [all_outputs]
[design.v]
module ADC_CTRL (iRST, iCLK, iCLK_n, iGO, iCH, oLED, oDIN, oCS_n, oSCLK, iDOUT, lcd_rs, lcd_e, data1);
input	iRST,iCLK, iCLK_n, iGO;
input	[2:0] iCH;
output  [7:0] oLED;
output  oDIN, oCS_n, oSCLK;
input	iDOUT;
reg data, go_en;
wire [2:0] ch_sel;
reg [3:0]  cont;
reg [3:0]  m_cont;
reg [11:0] adc_data;
reg sclk;
integer xval; 
integer xval2; 
reg [7:0] led;
output reg lcd_e, lcd_rs;
output reg [7:0] data1;
integer i = 0;
integer j = 1;
reg [7:0] Datas [1:36];
assign oCS_n  =  ~go_en;
assign oSCLK  =  (go_en)? iCLK:1 ;
assign oDIN   =	 data;
assign ch_sel =	 iCH;
assign oLED   =	 led;
always@(posedge iGO or negedge iRST)
begin
	if(!iRST)
		go_en	<=  0;
	else
	begin
		if(iGO)
		go_en	<=  1;
	end
end
always@(posedge iCLK or negedge go_en)
begin
	if(!go_en)
		cont	<=  0;
	else
	begin
		if(iCLK)
		cont	<=  cont + 1;
	end
end
always@(posedge iCLK_n)
begin
	if(iCLK_n)
		m_cont <= cont;
end
always@(posedge iCLK_n or negedge go_en)
begin
	if(!go_en)
		data	<=  0;
	else
	begin
		if(iCLK_n)
		begin
			if (cont == 2)
				data  <=  iCH[2];
			else if (cont == 3)
				data  <=  iCH[1];
			else if (cont == 4)
				data  <= iCH[0];
			else
				data  <=  0;
		end
	end
end
always@(posedge iCLK or negedge go_en)
begin
	if(!go_en)
	begin
		adc_data  <=	0;
		led	  <=	8'h00;
	end
	else
	begin
		if(iCLK)
		begin
			if (m_cont == 4)
				adc_data[11]	<=	iDOUT;
			else if (m_cont == 5)
				adc_data[10]	<=	iDOUT;
			else if (m_cont == 6)
				adc_data[9]	<=	iDOUT;
			else if (m_cont == 7)
				adc_data[8]	<=	iDOUT;
			else if (m_cont == 8)
				adc_data[7]	<=	iDOUT;
			else if (m_cont == 9)
				adc_data[6]	<=	iDOUT;
			else if (m_cont == 10)
				adc_data[5]	<=	iDOUT;
			else if (m_cont == 11)
				adc_data[4]	<=	iDOUT;
			else if (m_cont == 12)
				adc_data[3]	<=	iDOUT;
			else if (m_cont == 13)
				adc_data[2]	<=	iDOUT;
			else if (m_cont == 14)
				adc_data[1]	<=	iDOUT;
			else if (m_cont == 15)
				adc_data[0]	<=	iDOUT;
			else if (m_cont == 1)
				led     	<=	adc_data[11:4];
		end
	end
end
always @(posedge iCLK) begin
xval2 = adc_data;
Datas[1] = 8'h38;
Datas[2] = 8'h0C;
Datas[3] = 8'h06;
Datas[4] = 8'h01;
Datas[5] = 8'h80;
Datas[6] = 8'h42;
Datas[7] = 8'h3A;
Datas[8] = 8'h20;
if(adc_data[11] == 1)
Datas[9] = 8'h31;
else Datas[9] = 8'h30;
if(adc_data[10] == 1)
Datas[10] = 8'h31;
else Datas[10] = 8'h30;
if(adc_data[9] == 1)
Datas[11] = 8'h31;
else Datas[11] = 8'h30;
if(adc_data[8] == 1)
Datas[12] = 8'h31;
else Datas[12] = 8'h30;
if(adc_data[7] == 1)
Datas[13] = 8'h31;
else Datas[13] = 8'h30;
if(adc_data[6] == 1)
Datas[14] = 8'h31;
else Datas[14] = 8'h30;
if(adc_data[5] == 1)
Datas[15] = 8'h31;
else Datas[15] = 8'h30;
if(adc_data[4] == 1)
Datas[16] = 8'h31;
else Datas[16] = 8'h30;
if(adc_data[3] == 1)
Datas[17] = 8'h31;
else Datas[17] = 8'h30;
if(adc_data[2] == 1)
Datas[18] = 8'h31;
else Datas[18] = 8'h30;
if(adc_data[1] == 1)
Datas[19] = 8'h31;
else Datas[19] = 8'h30;
if(adc_data[0] == 1)
Datas[20] = 8'h31;
else Datas[20] = 8'h30;
Datas[21] = 8'hC0;
Datas[22] = 8'h44;
Datas[23] = 8'h3A;
Datas[24] = 8'h20;
xval = adc_data;
case (xval%10) 
0 : Datas[28] = 8'h30;
1 : Datas[28] = 8'h31;
2 : Datas[28] = 8'h32;
3 : Datas[28] = 8'h33;
4 : Datas[28] = 8'h34;
5 : Datas[28] = 8'h35;
6 : Datas[28] = 8'h36;
7 : Datas[28] = 8'h37;
8 : Datas[28] = 8'h38;
9 : Datas[28] = 8'h39;
endcase;
xval = xval/10;
case (xval%10) 
0 : Datas[27] = 8'h30;
1 : Datas[27] = 8'h31;
2 : Datas[27] = 8'h32;
3 : Datas[27] = 8'h33;
4 : Datas[27] = 8'h34;
5 : Datas[27] = 8'h35;
6 : Datas[27] = 8'h36;
7 : Datas[27] = 8'h37;
8 : Datas[27] = 8'h38;
9 : Datas[27] = 8'h39;
endcase;
xval = xval/10;
case (xval%10) 
0 : Datas[26] = 8'h30;
1 : Datas[26] = 8'h31;
2 : Datas[26] = 8'h32;
3 : Datas[26] = 8'h33;
4 : Datas[26] = 8'h34;
5 : Datas[26] = 8'h35;
6 : Datas[26] = 8'h36;
7 : Datas[26] = 8'h37;
8 : Datas[26] = 8'h38;
9 : Datas[26] = 8'h39;
endcase;
case (xval/10) 
0 : Datas[25] = 8'h30;
1 : Datas[25] = 8'h31;
2 : Datas[25] = 8'h32;
3 : Datas[25] = 8'h33;
4 : Datas[25] = 8'h34;
5 : Datas[25] = 8'h35;
6 : Datas[25] = 8'h36;
7 : Datas[25] = 8'h37;
8 : Datas[25] = 8'h38;
9 : Datas[25] = 8'h39;
endcase;
Datas[29] = 8'h20;
Datas[30] = 8'h56;
Datas[31] = 8'h3A;
Datas[32] = 8'h20;
Datas[34] = 8'h2E;
xval2 = ((xval2 * 330) / 4095);
case (xval2%10)
0 : Datas[36] = 8'h30;
1 : Datas[36] = 8'h31;
2 : Datas[36] = 8'h32;
3 : Datas[36] = 8'h33;
4 : Datas[36] = 8'h34;
5 : Datas[36] = 8'h35;
6 : Datas[36] = 8'h36;
7 : Datas[36] = 8'h37;
8 : Datas[36] = 8'h38;
9 : Datas[36] = 8'h39;
endcase;
xval2 = xval2 / 10;
case (xval2%10)
0 : Datas[35] = 8'h30;
1 : Datas[35] = 8'h31;
2 : Datas[35] = 8'h32;
3 : Datas[35] = 8'h33;
4 : Datas[35] = 8'h34;
5 : Datas[35] = 8'h35;
6 : Datas[35] = 8'h36;
7 : Datas[35] = 8'h37;
8 : Datas[35] = 8'h38;
9 : Datas[35] = 8'h39;
endcase;
case (xval2/10)
0 : Datas[33] = 8'h30;
1 : Datas[33] = 8'h31;
2 : Datas[33] = 8'h32;
3 : Datas[33] = 8'h33;
4 : Datas[33] = 8'h34;
5 : Datas[33] = 8'h35;
6 : Datas[33] = 8'h36;
7 : Datas[33] = 8'h37;
8 : Datas[33] = 8'h38;
9 : Datas[33] = 8'h39;
endcase;
end		
always @(posedge iCLK) begin
  if (i <= 10000) begin
  i = i + 1; lcd_e = 1;
  data1 = Datas[j];
  end
  else if (i > 10000 & i < 20000) begin
  i = i + 1; lcd_e = 0;
  end
  else if (i == 20000) begin
  j = j + 1; i = 0;
  end
  else i = 0;
  if (j <= 5) lcd_rs = 0; 
  else if (j > 5 & j< 21) lcd_rs = 1;   
  else if (j == 21) lcd_rs = 0;
  else if (j > 21 & j < 37) lcd_rs = 1;
  else if (j == 37) 
  begin lcd_rs = 1; j = 5;
  end
 end
endmodule
==> run summary <==
Flow results follow.

The yosys synthesis chip area is 0.0154 mm^2. The final layout reports a setup TNS of -366.92 ns. The flow ran to the end, but the final reports show violations. The worst pin sits at a relative slew slack of 56.2%.

Yosys printed 10 warnings. In this run the count of I/O pins placed on the die edge is 29. The timing report shows the most common cell along the critical path to be sky130_fd_sc_hd__ha_4. The last weighted congestion value of the routability-driven placer is a little under 1. For the worst flop-to-flop path, the logic depth is between 40 and 50. After detailed routing, the average wire length per cell comes to around 15 um.

The mean cell area of the mapped netlist is 7.86 um^2. Per the layout report, the design carries 2,650 filler cells. Per the Yosys statistics, synthesis produced between 1,500 and 2,000 cells. The checks that failed: setup timing. According to the report, the first pass of detailed routing completed in 5 iterations.

Max fanout on the critical path was recorded as 5. The number of synthesized register bits is 143. The type recorded for the worst min-delay path is flip-flop to asynchronous set/reset pin.

The count of final max-slew check failures is 0. Max-cap violations in this run came to 0. In this run the remaining antenna-violating nets after routing total 0. The share of the core area taken by cells at floorplan is between 40% and 50%. In this run the register-to-register setup slack is -9.07 ns. The chip area is 0.0394 mm^2.

For this run, the detailed router reports a per-instance via density of roughly 5.4. The CTS clock-pin slew for the worst setup and hold paths is ~0.06 ns. After floorplanning, the core was sized to cover 0.0378 mm^2. In this run the layout overhead on the synthesized area is reported as 69.7%.

Registers take between 0.003 and 0.004 mm^2. TritonCTS built the clock tree. The actual transition at the worst max-transition pin is 0.651 ns. The first routing iteration left 993 violations. After floorplanning, the core was divided into slightly above 70 placement rows. STA classifies the critical path endpoint as a flip-flop. Looking at the reg2reg group, the worst path ends at Datas[35][3]. The via count of the first global-routing pass is 16,791. For reference, the final report shows the hold violation count at 0. The post-route worst hold slack is 0.320 ns.

The number of synthesized flops with an enable pin is 35. Detailed placement finished with a half-perimeter wire length of 36.2 mm. After layout, the setup clock skew is reported as 0.0110 ns. The first global-routing pass estimated 79.9 mm of wire.

Entering global routing, the biggest net connects 33 pins. Cells with a size suffix above 1 make up 49.7% of the layout. Per the GRT congestion report, total overflow comes to 0. The arrival time of the worst setup path is 11.12 ns. The worst setup slack after layout is -9.07 ns. Setup repair after global routing could not meet its margin everywhere.

The critical path start-end classification is flip-flop to flip-flop. The biggest area contributor in the post-synthesis netlist is sky130_fd_sc_hd__dfxtp_1. During placement, the flow inserted port buffers numbering 26. The critical path launch point type is a flip-flop. Yosys reported that registers with async set or reset make up 18.2%. The synthesis report lists the most area-consuming cells as sky130_fd_sc_hd__dfxtp_1 11%, sky130_fd_sc_hd__ha_1 7.5%, sky130_fd_sc_hd__edfxtp_1 6.8%. The global-route usage over all layers is around a quarter. For this run, the share of the core covered by cells in the final layout is 69.2%. The top cell type's share of synthesized area is 10.6%. The antenna diode instance count is 0. STA puts the critical path data required time at about 2 ns. The post-detailed-route DRC marker count is 0. Prior to clock tree synthesis, the placed netlist has a worst setup slack of -9.43 ns.

The vertical die size is a little under 200 um. Before any placement, the netlist area is recorded as 0.0154 mm^2. The count of unique library cells instantiated by Yosys is 124. The number of antenna violations at the first check in global routing is 0. The prevailing post-synth register cell is sky130_fd_sc_hd__dfxtp_1. The most critical setup path has its startpoint at adc_data[3].

The count of mapped cells out of synthesis is 1,964. The combinational cell area excluding buffers and inverters is 0.0143 mm^2. The horizontal die dimension is 198 um.

The capturing instance or port of the critical path is Datas[35][3]. Per STA, the highest per-stage delay on the worst path measures 0.56 ns. The final report lists the setup-violating endpoint count as 97. The sequential element share of the synthesized area is 21.7%. For this block, the via count after detailed routing is ~18,000.

The detailed router reported a total wirelength of 50.2 mm. The tool warning count is 53. The startpoint of the worst-slack reg-to-reg timing path is adc_data[3]. The timing report shows that the slowest cell on the worst path is sky130_fd_sc_hd__or4_4.
[worst min path at each step]
stage,slack [ns],to,start,cells past startpoint
after CTS,0.32,cont[1],go_en,2
final,0.32,cont[1],go_en,2
after global routing,0.35,cont[1],go_en,2
[logic make-up after synthesis]
kind of cell	count (synthesis)	share of synthesized area (%)
other	2	0.0486
AND-OR/OR-AND	573	26.3
buffers and inverters	166	4.48
adder cells (fa/ha/maj)	117	10.0
flip-flops	143	21.7
multiplexers	39	2.73
XOR/XNOR	135	7.71
AND/OR/NAND/NOR	789	27.0
[worst max-delay path, delay by kind of cell (launching register included)]
| family | cells | cell delay [ns] |
|---|---|---|
| adders and majority gates | 7 | 2.08 |
| buffers and inverters | 5 | 0.57 |
| and+or+nand+nor | 13 | 3.72 |
| AOI/OAI and AO/OA | 21 | 3.65 |
| xor gates and xnor gates | 1 | 0.09 |
| DFF | 1 | 0.44 |
[layout by cell type (no fill, tap or decap), types with 18 or more instances in the layout]
master                            count
sky130_fd_sc_hd__buf_4              767
sky130_fd_sc_hd__nor2_1             150
sky130_fd_sc_hd__nand2_1            145
sky130_fd_sc_hd__a21oi_1             99
sky130_fd_sc_hd__dfxtp_1             69
sky130_fd_sc_hd__o21ai_0             69
sky130_fd_sc_hd__nand3_1             69
sky130_fd_sc_hd__inv_1               62
sky130_fd_sc_hd__buf_6               62
sky130_fd_sc_hd__xnor2_1             59
sky130_fd_sc_hd__ha_1                59
sky130_fd_sc_hd__nor3_1              52
sky130_fd_sc_hd__xor2_1              36
sky130_fd_sc_hd__edfxtp_1            35
sky130_fd_sc_hd__nand4_1             34
sky130_fd_sc_hd__a21oi_2             29
sky130_fd_sc_hd__o21ai_1             29
sky130_fd_sc_hd__a21o_1              28
sky130_fd_sc_hd__ha_4                28
sky130_fd_sc_hd__and3_1              27
sky130_fd_sc_hd__xnor2_2             26
sky130_fd_sc_hd__and2_1              24
sky130_fd_sc_hd__clkbuf_16           24
sky130_fd_sc_hd__clkdlybuf4s50_1     22
sky130_fd_sc_hd__o211ai_1            21
sky130_fd_sc_hd__mux2_2              21
sky130_fd_sc_hd__dfrtp_1             21
sky130_fd_sc_hd__a31oi_1             19
sky130_fd_sc_hd__nor2_2              18
[layout make-up]
class | instances | share of cell area [%]
Sequential cell | 143 | 12.8
Inverter | 80 | 1.20
Tap cell | 511 | 2.44
Clock buffer | 27 | 2.34
Timing Repair Buffer | 862 | 26.2
Multi-Input combinational cell | 1662 | 54.4
Clock inverter | 13 | 0.540
[through the flow]
| step | area (um^2) | instances |
|---|---|---|
| global route | 26200 | 3298 |
| CTS | 24600 | 3262 |
| global placement | 22200 | 3142 |
| floorplan | 16300 | 1971 |
| finish | 26200 | 3298 |
| detailed placement | 22200 | 3142 |
[what timing repair did]
item	in CTS	in global routing
pin swaps	150	100
resized	217	248
hold buffers	1	0
setup buffers	81	42
hold endpoints to repair	24	0
endpoints found under the setup margin	102	130
[cells in the mapped netlist (16+ instances only)]
master,instances
sky130_fd_sc_hd__nor2_1,180
sky130_fd_sc_hd__nand2_1,163
sky130_fd_sc_hd__a21oi_1,134
sky130_fd_sc_hd__o21ai_0,101
sky130_fd_sc_hd__ha_1,93
sky130_fd_sc_hd__xnor2_1,90
sky130_fd_sc_hd__dfxtp_1,82
sky130_fd_sc_hd__nand3_1,80
sky130_fd_sc_hd__inv_1,74
sky130_fd_sc_hd__nor3_1,66
sky130_fd_sc_hd__clkbuf_1,49
sky130_fd_sc_hd__xor2_1,44
sky130_fd_sc_hd__and3_1,43
sky130_fd_sc_hd__edfxtp_1,35
sky130_fd_sc_hd__nand4_1,34
sky130_fd_sc_hd__and2_1,30
sky130_fd_sc_hd__a21o_1,29
sky130_fd_sc_hd__a31oi_1,26
sky130_fd_sc_hd__dfrtp_1,26
sky130_fd_sc_hd__nor4_1,24
sky130_fd_sc_hd__mux2_2,22
sky130_fd_sc_hd__o211ai_1,21
sky130_fd_sc_hd__buf_2,20
sky130_fd_sc_hd__a211oi_1,19
sky130_fd_sc_hd__nand2b_1,18
sky130_fd_sc_hd__nor2b_1,18
sky130_fd_sc_hd__o21a_1,17
sky130_fd_sc_hd__or3_1,17
sky130_fd_sc_hd__mux2i_1,16
sky130_fd_sc_hd__or2_2,16
[sequential cells by signal, indices dropped and copies added, names as in the netlist]
signal and flops:
j 32, m_cont 4, data1 8, lcd_rs 1, Datas 39, cont 4, data 1, go_en 1
lcd_e 1, i 32, led 8, adc_data 12
[metal layers]
metal | global-route usage, % | up-vias | part of all wire [%]
li1 | - | 8995 | -
met2 | 39.7 | 339 | 45
met4 | 2.68 | 0 | 1.1
met1 | 37.6 | 8542 | 50
met5 | 0 | - | 0
met3 | 3.72 | 49 | 4.0
