### design/flow/run.sh
#!/bin/bash
# OpenROAD 26Q1-2900-gdf79404cd8, Yosys 0.63+post, stock flow scripts
make -C /OpenROAD-flow-scripts/flow DESIGN_CONFIG=/design/flow/config.mk WORK_HOME=/design/flow/orfs finish
### design/flow/config.mk
export PLATFORM = sky130hd
export DESIGN_NAME = LCD_DISPLAY
export DESIGN_NICKNAME = LCD_DISPLAY
export VERILOG_FILES = /design/flow/design.v
export SDC_FILE = /design/flow/constraint.sdc
export NUM_CORES = 4
export LEC_CHECK = 1
export CORE_UTILIZATION = 50
### design/flow/constraint.sdc
current_design LCD_DISPLAY

set clk_period 5.8
set clk_io_pct 0.2

create_clock -name clk0 -period $clk_period [get_ports {clk}]

set non_clock_inputs [all_inputs -no_clocks]
set_input_delay [expr $clk_period * $clk_io_pct] -clock clk0 $non_clock_inputs
set_output_delay [expr $clk_period * $clk_io_pct] -clock clk0 [all_outputs]
### design/flow/design.v
module LCD_DISPLAY(clk, lcd_e, lcd_rs, data);
input clk;
output reg lcd_e, lcd_rs;
output reg [7:0] data;
integer i = 0;
integer j = 1;
reg [7:0] Datas [1:25];
always @(posedge clk) begin
Datas[1]   =  8'h38;   	 
Datas[2]   =  8'h0C;   	 
Datas[3]   =  8'h06;   	 
Datas[4]   =  8'h01;   	 
Datas[5]   =  8'h80;   	 
Datas[6]   =  8'h46;   	 
Datas[7]   =  8'h50;   	 
Datas[8]   =  8'h47;   	 
Datas[9]   =  8'h41;   	 
Datas[10]  =  8'h73;   	 
Datas[11]  =  8'h20;   	 
Datas[12]  =  8'h61;   	 
Datas[13]  =  8'h72;   	 
Datas[14]  =  8'h65;   	 
Datas[15]  =  8'h20;   	 
Datas[16]  =  8'h66;   	 
Datas[17]  =  8'h75;   	 
Datas[18]  =  8'h6E;   	 
Datas[19]  =  8'h21;   	 
Datas[20]  =  8'h21;   	 
Datas[21]  =  8'h21;   	 
Datas[22]  =  8'hC0;   	 
Datas[23]  =  8'h3A;   	 
Datas[24]  =  8'h2D;   	 
Datas[25]  =  8'h29;   	 
end		
always @(posedge clk) begin
  if (i <= 1000000) begin
  i = i + 1; lcd_e = 1;
  data = Datas[j];
  end
  else if (i > 1000000 & i < 2000000) begin
  i = i + 1; lcd_e = 0;
  end
  else if (i == 2000000) begin
  j = j + 1; i = 0;
  end
  else i = 0;
  if (j <= 5 ) lcd_rs = 0;  
  else if (j > 5 & j< 22) lcd_rs = 1;   
  else if (j == 22) lcd_rs = 0;
  else if (j > 22) begin 
  lcd_rs = 1; j = 5;
  end
 end
endmodule
==> changes_impl.md <==
### Changed

* Outcome: complete, no violations
* Core Area at 0.00872 mm2
* Wire length of the first global-routing pass at 16900 um
* Via count of the first global-routing pass at 3496
* Placer congestion estimate at 0.882
* Total Routing Usage GR at 0.220
* Max_cap viols at 0
* Cell type contributing the most total cell area after synthesis: sky130_fd_sc_hd__dfxtp_1
* End-of-flow core utilization at 0.553
* Count of input and output buffers at 10
* Static Leakage at 1.67 nW
* Async SR Flop Fraction at 0
* Top Family by Delay on Critical Path: simple AND/OR/NAND/NOR gates
* Sw power at 0.000206 W
* Clock skew after layout at 0.0116 ns
* Iteration-0 DRC Markers at 154
* Setup repair after global routing missed its margin: no
* Diode count at 0
* Post-DP HPWL at 6750 um
* Final setup vio count at 0
* Proportion of total power due to net switching at 0.231
* Total Negative Setup Slacks at 0 ns
* Area of placed instances at 0.00464 mm2
* Share of the synthesized area in the top cell type at 0.293
* Post-synthesis to final-layout area growth at 6.91%
* Die Footprint at 0.00941 mm2
* Insertion delay to the later sink of the worst-skew pair at 0.35 ns
* Total number of H-tree levels at 3
* Sequential cell area fraction in the yosys report at 0.346
* Flip-flops with a built-in enable at 8
* Hold Path Class: flip-flop to flip-flop
* Yosys warning total at 10
* Netlist cell types at 61
* Most frequent cells in the layout: sky130_fd_sc_hd__nor2_1 (77), sky130_fd_sc_hd__dfxtp_1 (66), sky130_fd_sc_hd__nand2_1 (42)
* Clock tree from TritonCTS: built
* Number of clock buffers inserted by TritonCTS at 9
* Number of register bits inferred by synthesis at 74
* Drc violations at 0
* Count of filler cells inserted in the layout at 774
* Cycle use final at 0.783
* Least-Margin Pin Slew at 0.813 ns
* Final number of hold-violating endpoints at 0
* Crit. End Element: flip-flop
* Combinational cell fraction of total power at 0
* Standard cell with the maximum stage delay on the critical path: sky130_fd_sc_hd__or4_1
* Power share of the clock group at 0.421
* Max FO, Critical Path at 20
* DR pass1 iterations at 5
* Proportion of layout cells with a drive suffix above 1 at 0.0984
* Power density over cell area at 185 mW/mm2
* Number of buffers inserted for hold repair after clock tree synthesis at 0
* Area contributors post-synth: sky130_fd_sc_hd__dfxtp_1 (29%), sky130_fd_sc_hd__nor2_1 (6.4%), sky130_fd_sc_hd__xnor2_1 (5.4%)
* Cell area after layout at 0.00482 mm2
* Required time reported for the critical path endpoint at 6.07 ns
* Post-CTS Repair Setup Buffers at 0
* CTS max path bufs at 2
* GR Overflow Total at 0
* Critical path class: flip-flop to flip-flop
* Final critical-path required period at 4.54 ns
* Number of standard cells reported by yosys at 561
* Crit path DAT at 4.81 ns
* Library cell used as clock root buffer: sky130_fd_sc_hd__clkbuf_8
* Antenna violations before repair at 0
* Max incr delay on CP at 0.68 ns
* Number of warnings the tools reported at 29
* IR drop worst, VDD at 0.130 mV
* Syn avg cell area at 8.04 um2
* Most frequent CP cell: sky130_fd_sc_hd__or4_1
* Max Freq at 220 MHz
* Via count of the routed design at 3867
* Most instantiated flip-flop cell in the synthesis netlist: sky130_fd_sc_hd__dfxtp_1
* Die Span X at 97.0 um
* Vias per std cell at 5.80
* Vertical extent of the die at 97.0 um
* Cell internal power dissipation at 0.000685 W
* Standard-cell row count at 34
* Maximum number of pins on one net before global-route repair at 30
* Yosys synthesis chip area at 0.00451 mm2
* I/O pin total at 11
* Cells along the critical path: ha_1 -> nand4_1 -> or4_1 -> or4_1 -> o31a_1 -> or3_4 -> nor4b_4 -> nand3_2 -> a21oi_2
* Routed length per placed instance at 14.5 um
* Detailed-route wire length at 9640 um
* ANT nets after route at 0
* Most common cell after layout, fill and taps aside: sky130_fd_sc_hd__nor2_1
* Max transition margin at 0.453
* Critical Path Start Type: flip-flop
* Clock slew at reported path FFs at 0.09 ns
* Total clock sinks at 74
* Cell count after synthesis at 561
* Initial Utilization at 0.517
* Sequential power share at 0.579
* Cells resized by post-CTS repair at 0
* Post-synthesis instance area at 0.00451 mm2
* Buf+Inv Stages, Crit Path at 0
* Final number of max-transition violations at 0
power groups by stage:
stage / logic, W / clock network [W] / registers (W)
4_1_cts: 0.000000000951 / 0.000389 / 0.000515
5_1_grt: 0.000000000951 / 0.000411 / 0.000515
6_report: 0.000000000951 / 0.000375 / 0.000515
path summary, 6_finish.rpt:
| kind | startpoint | endpoint | slack [ns] | cells past startpoint |
|---|---|---|---|---|
| max | j[0] | j[17] | 1.26 | 9 |
| min | lcd_e | lcd_e | 0.46 | 1 |
| max reg2reg | j[0] | j[17] | 1.26 | 9 |
| min reg2reg | lcd_e | lcd_e | 0.46 | 1 |
metrics by stage:
stage          hold WS (ns)  power [W]  std cells  worst slack (ns)
4_1_cts               0.472   0.000904        667              1.26
3_3_place_gp          0.436   0.000527        651              1.41
2_1_floorplan         0.403   0.000527        561              2.35
3_5_place_dp          0.445   0.000527        651              1.31
5_1_grt               0.496   0.000926        667             0.953
6_report              0.463   0.000890        667              1.26
cell usage after synthesis, drive strengths merged (13+ instances only):
library cell,number
a21oi,46
and3,17
clkbuf,25
dfxtp,66
inv,13
nand2,42
nand3,28
nand4,28
nor2,77
nor3,16
o21ai,22
or3,17
xnor2,28
xor2,23
layer usage:
| metal | vias to the layer above | routed length, um | GRT usage |
|---|---|---|---|
| li1 | 2014 | - | - |
| met1 | 1767 | 4910 | 0.356 |
| met2 | 73 | 4210 | 0.326 |
| met3 | 13 | 351 | 0.0287 |
| met4 | 0 | 165 | 0.0379 |
| met5 | - | 0 | 0 |
registers in the layout (all words and copies together), names as in the netlist:
register	flops
data	8
i	32
j	32
lcd_e	1
lcd_rs	1
logic make-up (layout without fill, tap and decap cells):
logic type                 Yosys count  in the layout  synth area share
and+or+nand+nor                    267            267             0.307
AOI/OAI and AO/OA                  107            107             0.166
DFF                                 74             74             0.346
xor gates and xnor gates            51             51            0.0990
buffers and inverters               46             44            0.0422
muxes                                9              9            0.0208
adders and majority gates            7              7            0.0194
final cells by class:
type,instances,area [um2],area share
clock buffers,11,141,0.0293
clock inverters,5,38.8,0.00804
inverters,14,52.6,0.0109
multi-input cells,441,2760,0.573
flip-flops and latches,74,1560,0.324
well taps,108,135,0.0280
repair buffers,14,130,0.0270
Power is estimated from default activity; no workload was simulated.
